==> design.v <==
module park(
    input clk, reset_n,
    input sensor_entrance, sensor_exit,
    input [1:0] password_1, password_2,
    output wire GREEN_LED, RED_LED,
    output reg [6:0] HEX_1, HEX_2
);
parameter IDLE = 3'b000, WAIT_PASSWORD = 3'b001, WRONG_PASS = 3'b010, RIGHT_PASS = 3'b011, STOP = 3'b100;
reg [2:0] current_state, next_state;
reg [31:0] counter_wait;
reg red_tmp, green_tmp;
always @(posedge clk or negedge reset_n) begin
    if (~reset_n)
        current_state <= IDLE;
    else
        current_state <= next_state;
end
always @(posedge clk or negedge reset_n) begin
    if (~reset_n)
        counter_wait <= 0;
    else if (current_state == WAIT_PASSWORD)
        counter_wait <= counter_wait + 1;
    else
        counter_wait <= 0;
end
always @(*) begin
    case (current_state)
        IDLE: begin
            if (sensor_entrance == 1)
                next_state = WAIT_PASSWORD;
            else
                next_state = IDLE;
        end
        WAIT_PASSWORD: begin
            if (counter_wait < 10)  
                next_state = WAIT_PASSWORD;
            else begin
                if ((password_1 == 2'b01) && (password_2 == 2'b10))
                    next_state = RIGHT_PASS;
                else
                    next_state = WRONG_PASS;
            end
        end
        WRONG_PASS: begin
            if ((password_1 == 2'b01) && (password_2 == 2'b10))
                next_state = RIGHT_PASS;
            else
                next_state = WRONG_PASS;
        end
        RIGHT_PASS: begin
            if (sensor_entrance == 1 && sensor_exit == 1)
                next_state = STOP;
            else if (sensor_exit == 1)
                next_state = IDLE;
            else
                next_state = RIGHT_PASS;
        end
        STOP: begin
            if ((password_1 == 2'b01) && (password_2 == 2'b10))
                next_state = RIGHT_PASS;
            else
                next_state = STOP;
        end
        default: next_state = IDLE; 
    endcase
end
always @(posedge clk) begin
    case (current_state)
        IDLE: begin
            green_tmp = 1'b0;
            red_tmp = 1'b0;
            HEX_1 = 7'b1111111;  
            HEX_2 = 7'b1111111;  
        end
        WAIT_PASSWORD: begin
            green_tmp = 1'b0;
            red_tmp = 1'b1;
            HEX_1 = 7'b000_0110;  
            HEX_2 = 7'b010_1011;  
        end
        WRONG_PASS: begin
            green_tmp = 1'b0;
            red_tmp = ~red_tmp;
            HEX_1 = 7'b000_0110;  
            HEX_2 = 7'b000_0110;  
        end
        RIGHT_PASS: begin
            green_tmp = ~green_tmp;
            red_tmp = 1'b0;
            HEX_1 = 7'b000_0010;  
            HEX_2 = 7'b100_0000;  
        end
        STOP: begin
            green_tmp = 1'b0;
            red_tmp = ~red_tmp;
            HEX_1 = 7'b001_0010;  
            HEX_2 = 7'b000_1100;  
        end
    endcase
end
assign RED_LED = red_tmp;
assign GREEN_LED = green_tmp;
endmodule
==> run.sh <==
#!/bin/bash
# OpenROAD 26Q1-2900-gdf79404cd8, Yosys 0.63+post, stock flow scripts
make -C /OpenROAD-flow-scripts/flow DESIGN_CONFIG=/design/flow/config.mk WORK_HOME=/design/flow/orfs finish
==> config.mk <==
export PLATFORM = sky130hd
export DESIGN_NAME = park
export DESIGN_NICKNAME = park
export VERILOG_FILES = /design/flow/design.v
export SDC_FILE = /design/flow/constraint.sdc
export NUM_CORES = 4
export LEC_CHECK = 1
export CORE_UTILIZATION = 30
==> constraint.sdc <==
current_design park

set clk_period 4.3
set clk_io_pct 0.2

create_clock -name clk0 -period $clk_period [get_ports {clk}]

set non_clock_inputs [all_inputs -no_clocks]
set_input_delay [expr $clk_period * $clk_io_pct] -clock clk0 $non_clock_inputs
set_output_delay [expr $clk_period * $clk_io_pct] -clock clk0 [all_outputs]
==> job_summary.md <==
### Yosys + OpenROAD results

| Metric | Value |
|---|---|
| Status | finished, final reports clean |
| CTS tree | done |
| IO Count | 24 |
| Final hold viol count | 0 |
| First-pass GRT wire length | 8.34 mm |
| Total GRT Usage | 12.7% |
| Final Max Tran Viols | 0 |
| Worst-path maximum fanout | 14 |
| Switching power | between 300 and 400 uW |
| MI comb area | 0.00101 mm2 |
| GPL Wtd Cong | between 0.8 and 0.9 |
| Yosys simple share | between 20 and 30% |
| Critical-path cell list | ha_1 > nand4_1 > or3_1 > or4_1 > a21oi_1 |
| Synthesis area per yosys | between 0.002 and 0.0025 mm2 |
| Yosys reg bits | 48 |
| Fin crit share | 56.5% |
| Count of input and output buffers | 22 |
| Clock Tree Buf Depth | 2 |
| Number of global-route vias before repair | 1,695 |
| WP data arrival | 2.65 ns |
| Largest net degree at the start of global routing | 38 |
| Top cell excl fill/tap | dfrtp_1 |
| Flop-to-flop setup slack | roughly 1.9 ns |
| RSZ-0062 raised after global routing | false |
| Adder Area Share | 0.527% |
| Worst setup SP type | register |
| Slew headroom | roughly 65% |
| Post-Route WL | between 4 and 5 mm |
| Synth-to-Final Area Change | 17.2% |
| Reg-to-Reg Start | counter_wait[0] |
| Hold path start | counter_wait[0] |
| Layout cells sized above 1 | 6.00% |
| Global routing usage on met1 | 20.1% |
| Synth Cell Area | between 0.002 and 0.0025 mm2 |
| Post-CTS Resized | 0 |
| M3 GR Usage | ~2.1% |
| CTS Hold Buffers Added | 0 |
| Reg area | 0.00126 mm2 |
| Cell-internal power | 938 uW |
| Via count of the routed design | around 1.9k |
| PwrDens | 448 mW/mm2 |
| Sum Neg Setup Slack | 0 ns |
| Tool Warnings | 25 |
| CP delay by family, top | simple AND/OR/NAND/NOR gates |
| Number of detailed-route iterations in the first pass | 4 |
| # Cells Yosys | 234 |
| Comb area leader | simple AND/OR/NAND/NOR gates |
| Worst hold stages | 1 |
| Maxcap violations | 0 |
| Syn Inst Count | roughly 230 |
| Ao+oa area frac | 12.0% |
| DR WL/cell | 13.6 um |
| Clock latency (worst-skew pair) | 0.30 ns |
| Crit. End Element | register |
| Synth unique cells | 37 |
| CTS root buffer | clkbuf_8 |
| Clock power frac | 31.0% |
| DR DRC count | 0 |
| Clock-pin transition on the worst setup and hold timing paths | 0.09 ns |
| Switch share | 24.8% |
| Num CTS Buffers | 5 |
| XOR/XNOR Area Share | approximately 4% |
| Worst-Margin Slew | roughly 0.52 ns |
| Die width | 91.0 um |
| Post-DP HPWL | 3.12 mm |
| Worst hold path endpoint | counter_wait[0] |
| Row cnt | 32 |
| Leakage | 0.00104 uW |
| CTS H-tree lvls | 2 |
| Global routing's busiest layer | met1 |
| Post-Layout Inst Area | roughly 0.0028 mm2 |
| CP max-delay cell | or3_1 |
| Placed instance area | 0.00265 mm2 |
| Starting DRT DRC Count | 112 |
| Slowest stage delay, CP | 0.60 ns |
| Mean Syn Cell Area | 10.2 um2 |
| Worst hold path class | register to register |
| Min cycle time layout | 2.43 ns |
| Core area | 0.00769 mm2 |
| Register area share after synthesis | 52.9% |
| Post-CTS Setup Repair Bufs | 0 |
| CTS sink count | 48 |
| Final Power | 1250 uW |
| Met2 usage | 19.8% |
| Total number of yosys warnings | 1 |
| CP Class | register to register |
| Post-DR vias/cell | 5.28 |
| Setup Viol. Count Final | 0 |
| FP Util | 30.9% |
| Top Layout Cells | dfrtp_1, clkdlybuf4s50_1, a21oi_1, nor2_1 |
| Antenna violations before repair | 0 |
| RR Endpoint | counter_wait[28] |
| Combinational Power Share | 21.2% |
| Die H | 91.0 um |
| Clk_skew | 0.00892 ns |
| DRT antenna net count | 0 |
| Die ar. | 0.00828 mm2 |
| Max frequency | around 410 MHz |
| Reg2reg path depth | 5 |
| Worst path bufs/invs | 0 |
| Inserted Diodes | 0 |
| Sequential share of power | 47.8% |
| Worst EP required | 4.52 ns |
| MUX area fraction | less than 1% |
| # fillers | 762 |
| Total grt overflow | 0 |
| Worst vdd rail ir drop | 0.000256 V |
==> per-layer routing <==
layer  part of all wire, %  wire length, um
met4                  0.83               40
met5                     0                0
met3                   4.7              227
met1                    49             2330
met2                    46             2200
==> layout make-up <==
class                      count  share of cell area, %
clock buffer                   5                   2.47
timing repair buffer          24                   8.27
sequential                    48                   45.2
tap                          102                   4.58
multi-input combinational    164                   36.2
inverter                       6                  0.809
clock inverter                 3                   2.47
==> Yosys cell counts (all sizes together) <==
library cell | n | share of area (%)
dfrtp | 36 | 38
a21oi | 20 | 4.2
nor2 | 16 | 2.5
nand2 | 15 | 2.4
o31ai | 15 | 4.7
or4 | 15 | 4.9
nand4 | 12 | 3.4
edfxtp | 11 | 14
or3 | 10 | 2.6
clkbuf | 9 | 1.4
nand3 | 9 | 1.9
nor4 | 9 | 2.4
o21ai | 9 | 1.9
buf | 7 | 2.3
xor2 | 7 | 2.6
inv | 5 | 0.79
and3 | 4 | 1.1
xnor2 | 4 | 1.5
and4 | 3 | 1.1
nor3 | 3 | 0.63
and2 | 2 | 0.53
nand4bb | 2 | 0.95
a32o | 1 | 0.42
clkinv | 1 | 0.16
conb | 1 | 0.16
dfstp | 1 | 1.1
ha | 1 | 0.53
mux2i | 1 | 0.42
nand2b | 1 | 0.26
nor4bb | 1 | 0.42
o211ai | 1 | 0.32
o221ai | 1 | 0.37
or2 | 1 | 0.26
==> registers in the layout, summed over array words and instances, names as in the netlist <==
register,cells
HEX_1,3
HEX_2,6
counter_wait,32
current_state,5
green_tmp,1
red_tmp,1
==> kinds of logic after synthesis <==
family                   count (synthesis)
adder cells (fa/ha/maj)                  1
AND/OR/NAND/NOR                        103
buffers and inverters                   22
XOR/XNOR                                11
flip-flops                              48
AND-OR/OR-AND                           47
other                                    1
multiplexers                             1
==> through the flow <==
| step | hold slack [ns] | utilization [%] | worst slack [ns] | instances |
|---|---|---|---|---|
| after detailed placement | 0.435 | 34.4 | 1.96 | 344 |
| after global placement | 0.430 | 34.4 | 2.03 | 344 |
| after floorplan | 0.417 | - | 2.42 | 234 |
| after global routing | 0.522 | 36.2 | 1.68 | 352 |
| final | 0.483 | 36.2 | 1.87 | 352 |
| after CTS | 0.478 | 36.2 | 1.91 | 352 |
==> power groups by stage <==
stage | Sequential (uW) | Clock (uW) | Combinational [uW]
final | 596 | 387 | 265
after global routing | 607 | 413 | 296
after CTS | 597 | 400 | 270
==> worst max-delay path by stage <==
stage                    from  slack [ns]               end  cells after the start
global route  counter_wait[0]        1.68  counter_wait[30]                      5
finish        counter_wait[0]        1.87  counter_wait[28]                      5
CTS           counter_wait[0]        1.91  counter_wait[28]                      5
Power figures rest on the tool's default switching activity, not on a simulated workload.
